File: design/flow/design.v
`timescale 1ns / 1ps
module REG_FILE(
	input clk,
	input rst_n,
	input [4:0] r1_addr,
	input [4:0] r2_addr,
	input [4:0] r3_addr,
	input [31:0] r3_din,
	input r3_wr,
	output [31:0] r1_dout,
	output [31:0] r2_dout
);
reg [31:0] now_regs[31:0];
reg [31:0] next_regs[31:0];
assign r1_dout=now_regs[r1_addr][31:0];
assign r2_dout=now_regs[r2_addr][31:0];
always@(posedge clk or negedge rst_n)
begin
	if(~rst_n)
	begin
		now_regs[0]<=32'b0;
		now_regs[1]<=32'b0;
		now_regs[2]<=32'b0;
		now_regs[3]<=32'b0;
		now_regs[4]<=32'b0;
		now_regs[5]<=32'b0;
		now_regs[6]<=32'b0;
		now_regs[7]<=32'b0;
		now_regs[8]<=32'b0;
		now_regs[9]<=32'b0;
		now_regs[10]<=32'b0;
		now_regs[11]<=32'b0;
		now_regs[12]<=32'b0;
		now_regs[13]<=32'b0;
		now_regs[14]<=32'b0;
		now_regs[15]<=32'b0;
		now_regs[16]<=32'b0;
		now_regs[17]<=32'b0;
		now_regs[18]<=32'b0;
		now_regs[19]<=32'b0;
		now_regs[20]<=32'b0;
		now_regs[21]<=32'b0;
		now_regs[22]<=32'b0;
		now_regs[23]<=32'b0;
		now_regs[24]<=32'b0;
		now_regs[25]<=32'b0;
		now_regs[26]<=32'b0;
		now_regs[27]<=32'b0;
		now_regs[28]<=32'b0;
		now_regs[29]<=32'b0;
		now_regs[30]<=32'b0;
		now_regs[31]<=32'b0;
	end
	else
	begin
		now_regs[0]<=next_regs[0];
		now_regs[1]<=next_regs[1];
		now_regs[2]<=next_regs[2];
		now_regs[3]<=next_regs[3];
		now_regs[4]<=next_regs[4];
		now_regs[5]<=next_regs[5];
		now_regs[6]<=next_regs[6];
		now_regs[7]<=next_regs[7];
		now_regs[8]<=next_regs[8];
		now_regs[9]<=next_regs[9];
		now_regs[10]<=next_regs[10];
		now_regs[11]<=next_regs[11];
		now_regs[12]<=next_regs[12];
		now_regs[13]<=next_regs[13];
		now_regs[14]<=next_regs[14];
		now_regs[15]<=next_regs[15];
		now_regs[16]<=next_regs[16];
		now_regs[17]<=next_regs[17];
		now_regs[18]<=next_regs[18];
		now_regs[19]<=next_regs[19];
		now_regs[20]<=next_regs[20];
		now_regs[21]<=next_regs[21];
		now_regs[22]<=next_regs[22];
		now_regs[23]<=next_regs[23];
		now_regs[24]<=next_regs[24];
		now_regs[25]<=next_regs[25];
		now_regs[26]<=next_regs[26];
		now_regs[27]<=next_regs[27];
		now_regs[28]<=next_regs[28];
		now_regs[29]<=next_regs[29];
		now_regs[30]<=next_regs[30];
		now_regs[31]<=next_regs[31];
	end
end
always@(*)
begin
	next_regs[0]=now_regs[0];
	next_regs[1]=now_regs[1];
	next_regs[2]=now_regs[2];
	next_regs[3]=now_regs[3];
	next_regs[4]=now_regs[4];
	next_regs[5]=now_regs[5];
	next_regs[6]=now_regs[6];
	next_regs[7]=now_regs[7];
	next_regs[8]=now_regs[8];
	next_regs[9]=now_regs[9];
	next_regs[10]=now_regs[10];
	next_regs[11]=now_regs[11];
	next_regs[12]=now_regs[12];
	next_regs[13]=now_regs[13];
	next_regs[14]=now_regs[14];
	next_regs[15]=now_regs[15];
	next_regs[16]=now_regs[16];
	next_regs[17]=now_regs[17];
	next_regs[18]=now_regs[18];
	next_regs[19]=now_regs[19];
	next_regs[20]=now_regs[20];
	next_regs[21]=now_regs[21];
	next_regs[22]=now_regs[22];
	next_regs[23]=now_regs[23];
	next_regs[24]=now_regs[24];
	next_regs[25]=now_regs[25];
	next_regs[26]=now_regs[26];
	next_regs[27]=now_regs[27];
	next_regs[28]=now_regs[28];
	next_regs[29]=now_regs[29];
	next_regs[30]=now_regs[30];
	next_regs[31]=now_regs[31];
	if(r3_wr)
	begin
		next_regs[r3_addr]=r3_din;
	end
	else
	begin
	end
end
endmodule
`timescale 1ns / 1ps
module REG_FILEmodule(
	input clk,
	input rst_n,
	input [31:0] ir,
	input [31:0] aluans,
	input RegDst,
	input MemToReg,
	input RegWrite,
	output reg [31:0] rego1,
	output reg [31:0] rego2
);
wire [31:0] regot1;
wire [31:0] regot2;
wire [4:0] regaddr1;
wire [4:0] regaddr2;
wire [4:0] regaddr3;
assign regaddr1=ir[25:21];
assign regaddr2=ir[20:16];
assign regaddr3= RegDst ? ir[15:11] : ir[20:16] ;
wire [31:0] wd;
assign wd = MemToReg ? ir : aluans;
REG_FILE u_RegFile(
	clk,
	rst_n,
	regaddr1,
	regaddr2,
	regaddr3,
	wd,
	RegWrite,
	regot1,
	regot2
);
always@(posedge clk or negedge rst_n)
begin
	if(~rst_n)
	begin
		rego1<=32'hcccccccc;
		rego2<=32'hcccccccc;
	end
	else
	begin
		rego1<=regot1;
		rego2<=regot2;
	end
end
endmodule
File: design/flow/run.sh
#!/bin/bash
# OpenROAD 26Q1-2900-gdf79404cd8, Yosys 0.63+post, stock flow scripts
make -C /OpenROAD-flow-scripts/flow DESIGN_CONFIG=/design/flow/config.mk WORK_HOME=/design/flow/orfs finish
File: design/flow/config.mk
export PLATFORM = sky130hd
export DESIGN_NAME = REG_FILEmodule
export DESIGN_NICKNAME = REG_FILEmodule
export VERILOG_FILES = /design/flow/design.v
export SDC_FILE = /design/flow/constraint.sdc
export NUM_CORES = 4
export LEC_CHECK = 1
export CORE_UTILIZATION = 40
File: design/flow/constraint.sdc
current_design REG_FILEmodule

set clk_period 1.8
set clk_io_pct 0.2

create_clock -name clk0 -period $clk_period [get_ports {clk}]

set non_clock_inputs [all_inputs -no_clocks]
set_input_delay [expr $clk_period * $clk_io_pct] -clock clk0 $non_clock_inputs
set_output_delay [expr $clk_period * $clk_io_pct] -clock clk0 [all_outputs]
==> metrics.yaml <==
first_global_vias: 53300
totalWireLength_mm: 341
grt.overflow.total: 0
drcViolationCount: 0
h-tree-depth: 3
p_per_area_nw_per_um2: 1160
clock.fmax_mhz: 519
fin_crit_sh: 1.07
chipArea_um2: 133000
ys_area_um2: 52600
largest_area_cell: "dfrtp_1"
setup.worst_path.start: "u_RegFile.now_regs[9][14]$_DFFE_PN0P_"
syn_inst: 5599
maxCapViolations: 0
wl_per_cell_um: 41.2
cts.path.max_buffers: 3
area_delta_synth_final_pct: 39.8
layout.cells.non_filler: 8273
status: "complete, but fails checks"
regToRegStartpoint: "u_RegFile.now_regs[9][14]$_DFFE_PN0P_"
vdd_drop_max_v: 0.00101
edf_count: 0
worst_pin_slew_ns: 0.897
final_layout_top_logic_cells: "1052 x dfrtp_1, 773 x a22oi_1, 705 x nor2_1"
dieWidth_um: 365
clock_latency_ns: 0.77
logic_area_um2: 25100
hpwl_mm: 234
drive_gt1_frac: 0.298
numCtsBuffers: 120
synth.distinct_cells: 79
rsz0062_at_grt: "true"
cp_data_required_time_ns: 2.50
ios: 133
hold_viol_final: 0
fillers: 11000
yosysTopAreaCellShare: 0.502
setup-violations-final: 65
regArea_um2: 27300
violations: "setup timing"
syn_area_um2: 52600
synth_flops: 1088
crit_path_max_fanout: 2
avgSynthCellArea_um2: 9.40
yosys-stat-cells: 5599
hold_slack_ns: 0.0613
synthArstFlopShare: 1.00
synthTopCellsByArea: "dfrtp_1 50%, a22oi_1 11%, a21oi_1 6.3%"
yosysSeqAreaShare: 0.518
relSlewSlack: 0.400
reg2reg_depth: 6
port_buffers: 132
critPathCaptureType: "flop"
cp_data_arrival_time_ns: 2.63
grt_start_max_net_pins: 103
initial_core_util: 0.405
fp-row-count: 132
root_buffer: "clkbuf_16"
min_period_ns: 1.93
crit_type: "flop to flop"
fin_skew_ns: 0.0318
antenna_found_initial: 16
cts_num_sinks: 1088
dr_total_vias: 55100
power.total_mw: 85.1
via_per_inst: 6.66
track_usage: 0.526
clk_pin_slew_ns: 0.06
core_um2: 130000
leakagePower_nw: 31.4
ff_type: "dfrtp_1"
ant_nets: 0
hold_path.class: "input port to async pin"
start_kind: "flop"
setup_ws_ns: -0.128
lay_top_count: "dfrtp_1"
cts_tree: "yes"
firstDrtPassIters: 9
routabilityCongestion: 1.09
grt_pass1_wl_mm: 451
dp_cells: 7913
synth_warnings: 4
tool_warnings: 32
drtIter0Drc: 6230
fp.dieH_um: 365
report.final.slew_viol_count: 0
-- kinds of logic after synthesis --
logic type	share of synthesized area
compound gates	0.252
buf+inv	0.0459
flops	0.518
mux	0.0425
simple gates	0.141
-- through the flow --
step                      setup WS, ns  setup TNS [ns]   util  cell area (µm²)
after floorplan                 -0.476         -284.43      -            54300
after global placement           -1.36        -1026.49  0.508            66100
after detailed placement         -1.33        -1032.47  0.508            66100
after CTS                       -0.164          -0.903  0.555            72200
after global routing            -0.108           -2.36  0.566            73500
final                           -0.128           -1.61  0.566            73500
-- path summary, 6_finish.rpt --
check,to,slack [ns]
max in group asynchronous,rego2[19]$_DFF_PN1_,0.73
worst min register to register,u_RegFile.now_regs[11][7]$_DFFE_PN0P_,0.51
min in group clk0,u_RegFile.now_regs[3][14]$_DFFE_PN0P_,0.28
worst min-delay path,u_RegFile.now_regs[22][5]$_DFFE_PN0P_,0.06
worst max-delay path,rego1[14]$_DFF_PN1_,-0.13
worst max register to register,rego1[14]$_DFF_PN1_,-0.13
-- registers in the layout, indices dropped and copies added (netlist names) --
register            cells
rego1                  32
rego2                  32
u_RegFile.now_regs   1024
-- per-layer routing --
layer	wire, µm	GRT usage
met4	28200	0.307
met3	58300	0.326
met2	132000	0.679
met1	121000	0.674
met5	787	0.0349
-- synthesized netlist by cell type (14+ instances only) --
cell type / count
nand3_1: 54
nor4_1: 32
nand2_1: 534
buf_2: 115
clkbuf_1: 360
a21oi_2: 59
nor2b_1: 16
mux2i_1: 62
o21ai_1: 89
a222oi_1: 23
nor3_1: 76
a221oi_1: 24
a22oi_1: 796
buf_1: 27
nor2_1: 805
dfrtp_1: 1056
mux2_1: 57
buf_6: 18
o21ai_0: 227
dfstp_2: 32
nand4_1: 101
a21oi_1: 657
nand2b_1: 14
buf_4: 16
a31oi_1: 30
mux2_2: 84
a22o_1: 39
-- power by group --
part | switching [mW] | internal, mW | leakage [nW] | total [mW]
Sequential | 7.73 | 31.6 | 12.8 | 39.4
Clock | 11.2 | 17.1 | 2.20 | 28.3
Combinational | 9.53 | 7.89 | 16.4 | 17.4
Total | 28.5 | 56.6 | 31.4 | 85.1
-- worst max-delay path: stages, from the launching register on --
cell and delay (ns):
dfrtp_2 0.49, nand3_2 0.09, o21ai_2 0.07, a22oi_2 0.23
nand4_1 0.26, or3_1 0.40, o32a_1 0.30
-- timing repair --
action | in CTS | in global routing
gates resized | 337 | 219
cloned | 17 | 16
setup buffers | 58 | 52
pin swaps | 46 | 68
hold buffers | 1 | 0
endpoints found under the setup margin | 964 | 536
endpoints found under the hold margin | 394 | 0
-- area by class of cell --
cell class / instances / share of cell area
flip-flops and latches: 1088 / 0.371
multi-input cells: 3969 / 0.341
repair buffers: 1237 / 0.196
clock buffers: 169 / 0.0474
well taps: 1742 / 0.0296
clock inverters: 59 / 0.0138
inverters: 5 / 0.000255
diodes: 4 / 0.000136
No activity file was given, so power comes from the tool's default toggle rates.
