File: ./config.mk
export PLATFORM = sky130hd
export DESIGN_NAME = ALUmodule
export DESIGN_NICKNAME = ALUmodule
export VERILOG_FILES = /design/flow/design.v
export SDC_FILE = /design/flow/constraint.sdc
export NUM_CORES = 4
export LEC_CHECK = 1
export CORE_UTILIZATION = 40
File: ./constraint.sdc
current_design ALUmodule

set clk_period 1.2
set clk_io_pct 0.2

create_clock -name clk0 -period $clk_period [get_ports {clk}]

set non_clock_inputs [all_inputs -no_clocks]
set_input_delay [expr $clk_period * $clk_io_pct] -clock clk0 $non_clock_inputs
set_output_delay [expr $clk_period * $clk_io_pct] -clock clk0 [all_outputs]
File: ./design.v
`timescale 1ns / 1ps
module ALU(
input signed [31:0] alu_a,
input signed [31:0] alu_b,
input [4:0] alu_op,
output [31:0] alu_out,
output reg zero
);
assign alu_out = alu_out2;
reg [31:0] alu_out2;
always @(*)
begin
	case(alu_op)
		5'h0:
			alu_out2=32'b0;
		5'h1:
			alu_out2=alu_a+alu_b;
		5'h2:
			alu_out2=alu_a-alu_b;
		5'h3:
			alu_out2=alu_a&alu_b;
		5'h4:
			alu_out2=alu_a|alu_b;
		5'h5:
			alu_out2=alu_a^alu_b;
		5'h6:
			alu_out2=~(alu_a|alu_b);
		5'h7:  
			begin
				if(alu_a[31]==0 && (!(alu_a==32'b0)))
					zero=1;
				else
					zero=0;
			end
		default:
			alu_out2=32'b0;
	endcase
end
endmodule
`timescale 1ns / 1ps
module ALUmodule(
	input clk,
	input rst_n,
	input [31:0] rego1,
	input [31:0] PC,
	input ALUSrcA,
	input [31:0] rego2,
	input [15:0] imm,
	input [1:0] ALUSrcB,
	input [4:0] alu_op,
	input ALURegWe,
	output [31:0] alu_out,
	output reg [31:0] alu_lock_next,
	output flag
);
wire [31:0] alu_a;
assign alu_a= ALUSrcA ? rego1 : PC;
wire [31:0] SignExtend;
assign SignExtend[15:0]=imm;
assign SignExtend[31:16]= imm[15]==1 ? 16'hFFFF : 16'h0;
wire [31:0] alu_b;
assign alu_b= ALUSrcB==2'h0 ? rego2 : (
	ALUSrcB==2'h2 ? SignExtend : (
	ALUSrcB==2'h3 ? SignExtend << 2 : 32'h4
));
ALU u_ALU(
	alu_a,
	alu_b,
	alu_op,
	alu_out,
	flag
);
reg [31:0] alu_lock_now;
always@(posedge clk or negedge rst_n)
begin
	if(~rst_n)
	begin
		alu_lock_now<=32'hCCCC_CCCC;
	end
	else
	begin
		alu_lock_now<=alu_lock_next;
	end
end
always@(*)
begin
	if(ALURegWe)
		alu_lock_next=alu_out;
	else
		alu_lock_next=alu_lock_now;
end
endmodule
File: ./run.sh
#!/bin/bash
# OpenROAD 26Q1-2900-gdf79404cd8, Yosys 0.63+post, stock flow scripts
make -C /OpenROAD-flow-scripts/flow DESIGN_CONFIG=/design/flow/config.mk WORK_HOME=/design/flow/orfs finish
==> job_summary.md <==
### Metrics collected by this job

| Metric | Value |
|---|---|
| Outcome | finished, violations left |
| Failing checks | setup timing |
| Final cell count without fillers | 1251 |
| Critical path's largest stage delay | 0.29 ns |
| Endpoints left unconstrained | 66 |
| Cells along the critical path | buf_12, buf_16, buf_6, mux2_4, buf_2 |
| GRT Overall Usage | 26.2% |
| Routed WL | 23200 um |
| Ys cells | 847 |
| RSZ-0062 raised after global routing | yes |
| Post-Synthesis Cell Area | 0.00702 mm^2 |
| Synth flops | 65 |
| Synth Instances | 847 |
| Final hold slack | 0.322 ns |
| Port buffer count | 187 |
| Logic area | 0.00535 mm^2 |
| Comb pwr share | 58.4% |
| HP Class | in2async |
| P_int | 0.00408 W |
| CP max stage cell | mux2_4 |
| CP arrival | 1.05 ns |
| Final setup viols | 32 |
| Via count | 6819 |
| Yosys stat chip area | 0.00702 mm^2 |
| Post-synth ARST share | 49.2% |
| Slew Limit Fails | 0 |
| Max-cap violations | 0 |
| Syn Area/Cell | 8.28 um^2 |
| Worst R2R Start | alu_lock_now[19] |
| CTS HTree Levels | 2 |
| Least-Margin Pin Slew | 0.865 ns |
| CTS root buffer | clkbuf_16 |
| Vias in the first global route | 6540 |
| Kind of critical path | in2out |
| Dominant flop cell | dlxtp_1 |
| Register pins left without a clock | 33 |
| Rows | 48 |
| CP Launch Point | ALURegWe |
| Top-level I/O count | 188 |
| Initial antenna violation count | 0 |
| Fmax | 776 MHz |
| Crit path to | alu_lock_next[26] |
| Inst Count DP | 1229 |
| DRT iter0 DRCs | 436 |
| Hpwl dp | 17300 um |
| Number of antenna diodes | 0 |
| Initial core utilization | 40.7% |
| Share of layout cells above drive strength 1 | 15.3% |
| P_leak | 4.39 nW |
| Die Area | 0.0181 mm^2 |
| Antenna Violating Nets Remaining | 0 |
| WL per Instance | 18.5 um |
| Tool warnings | 61 |
| Startpoint Class | input pin |
| Final Hold Fails | 0 |
| Setup slack after layout | -0.0892 ns |
| First-pass DRT Iterations | 5 |
| Vias per inst | 5.45 |
| Dpl cell area | 0.00910 mm^2 |
| Post-layout period usage | 107% |
| Core Region | 0.0172 mm^2 |
| Die W | 134 um |
| Syn. warnings | 2 |
| Maximum vdd drop | 0.000543 V |
| CTS buffer count | 5 |
| Max FO, Critical Path | 5 |
| Number of enable flip-flop cells | 0 |
| Final min period | 1.29 ns |
| Worst Reg-to-Reg Cells | 2 |
| CP required | 0.96 ns |
| Reg2Reg Capture Point | alu_lock_now[19] |
| TritonCTS clock tree | yes |
| Worst skew pair latency | 0.29 ns |
| CTS clk-pin slew, worst paths | 0.05 ns |
| Die Y | 134 um |
| Drt drc | 0 |
| Clk pwr share | 21.3% |
| Worst reg-to-reg setup slack | 0.38 ns |
| Distinct lib cells used | 75 |
| Yosys top cell by area | ha_1 |
| Final instance area | 0.00942 mm^2 |
| Clock Skew | 0 ns |
| First-pass GRT wire length | 36100 um |
| Switching share of power | 38.8% |
| Post-synth area hogs | ha_1 (17%), mux2_2 (7.1%), dlxtp_1 (6.8%) |
| Place WS | -0.827 ns |
| Largest net degree at the start of global routing | 41 |
| CTS Buffer Depth | 2 |
| Overflow after GRT | 0 |
| Worst slew margin | 42.1% |
| Power Dens Cells | 707 mW/mm^2 |
| Reg power frac | 20.3% |
| Area delta synth->final | 34.3% |
| CP endpoint kind | output port |
| Post-synth top area share | 17.3% |
| Post-cts hold-fix buffer tally | 0 |
| Fillers | 1655 |
| P_sw | 0.00258 W |
| RePlAce Congestion | 0.957 |
| Register Area | 0.00132 mm^2 |
-- kinds of logic (layout without fill, tap and decap cells) --
kind of cell | count (synthesis) | in the layout | synth area share, %
buffers and inverters | 118 | 297 | 6.70
DFF | 32 | 32 | 11.7
adders and majority gates | 98 | 98 | 17.6
muxes | 81 | 81 | 12.5
xor gates and xnor gates | 88 | 88 | 11.0
latches | 33 | 33 | 7.06
AOI/OAI and AO/OA | 237 | 237 | 21.5
and+or+nand+nor | 160 | 160 | 12.0
-- per-layer routing --
metal	track usage (%)	wire length [um]
met4	4.18	443
met2	42.5	10500
met3	3.78	1410
met5	0	0
met1	38.2	10900
-- how the worst min path moves through the flow --
| stage | endpoint | slack, ns | cells past startpoint |
|---|---|---|---|
| 4_1_cts | alu_lock_now[1] | 0.32 | 2 |
| 5_1_grt | alu_lock_now[1] | 0.35 | 2 |
| 6_report | alu_lock_now[1] | 0.32 | 2 |
-- area by class of cell --
type	count	share of cell area [%]
Clock buffer	8	1.66
Inverter	72	2.87
Multi-Input combinational cell	664	56.8
Sequential cell	65	14.0
Tap cell	225	2.99
Timing Repair Buffer	217	21.7
-- state kept, by name (all words and copies together) (netlist names) --
| name | flops |
|---|---|
| u_ALU.zero | 1 |
| u_ALU.alu_out2 | 32 |
| alu_lock_now | 32 |
-- worst max-delay path, delay by kind of cell --
family | cells | cell delay, ns
buffers and inverters | 4 | 0.51
muxes | 1 | 0.29
-- cell usage after synthesis (6+ instances only) --
cell type and instances:
ha_1 97, o21ai_0 73, inv_1 69, nand2_1 56, a21oi_1 51, xnor2_1 50
mux2_2 44, xor2_1 38, mux2i_1 35, clkbuf_1 34, nor2_1 33, dlxtp_1 32
a22oi_1 30, dfrtp_1 16, dfstp_2 16, a31oi_1 15, nand4_1 14, a21o_1 13
a222oi_1 7, buf_1 7, nand3_1 7, nor3_1 6
-- cells in the final DEF (no fill, tap or decap), drive strengths merged, types with 4 or more instances in the layout --
cell / Yosys / routed
dfstp: 16 / 16
nand4: 15 / 15
and3: 5 / 5
a221o: 4 / 4
a21oi: 52 / 52
nor2b: 5 / 5
a22oi: 34 / 34
inv: 72 / 72
buf: 12 / 65
clkbuf: 34 / 8
dlxtp: 32 / 32
xor2: 38 / 38
ha: 97 / 97
nor4: 6 / 6
a21o: 13 / 13
mux2: 46 / 46
dfrtp: 16 / 16
xnor2: 50 / 50
a31oi: 15 / 15
a222oi: 7 / 7
nand2: 57 / 57
nor2: 34 / 34
nor3b: 4 / 4
mux2i: 35 / 35
a211oi: 4 / 4
a22o: 4 / 4
clkdlybuf4s50: 0 / 152
and2: 5 / 5
nand3: 8 / 8
o21ai: 78 / 78
nor3: 6 / 6
-- per-stage QoR --
step | power, W | setup TNS (ns) | utilization, %
finish | 0.00666 | -2.19 | 54.7
global route | 0.00718 | -3.08 | 54.7
CTS | 0.00669 | -2.51 | 54.4
detailed placement | 0.00514 | -34.54 | 52.8
global placement | 0.00512 | -33.66 | 52.8
floorplan | 0.00376 | 0 | -
-- power by group through the flow --
stage	registers (W)	clock network [W]	logic, W
after global routing	0.00137	0.00150	0.00430
final	0.00135	0.00142	0.00389
after CTS	0.00136	0.00148	0.00385
-- timing repair --
| action | 4_1_cts | 5_1_grt |
|---|---|---|
| gates resized | 146 | 3 |
| cloned | 2 | 0 |
| endpoints found under the setup margin | 35 | 32 |
| setup buffers | 8 | 4 |
No activity file was given, so power comes from the tool's default toggle rates.
