===== design/flow/config.mk =====
export PLATFORM = sky130hd
export DESIGN_NAME = IR_reg
export DESIGN_NICKNAME = IR_reg
export VERILOG_FILES = /design/flow/design.v
export SDC_FILE = /design/flow/constraint.sdc
export NUM_CORES = 4
export LEC_CHECK = 1
export CORE_UTILIZATION = 50

===== design/flow/constraint.sdc =====
current_design IR_reg

set clk_period 3.8
set clk_io_pct 0.2

create_clock -name clk0 -period $clk_period [get_ports {clk}]

set non_clock_inputs [all_inputs -no_clocks]
set_input_delay [expr $clk_period * $clk_io_pct] -clock clk0 $non_clock_inputs
set_output_delay [expr $clk_period * $clk_io_pct] -clock clk0 [all_outputs]

===== design/flow/design.v =====
`timescale 1ns / 1ps
module REG_FILE(
	input clk,
	input rst_n,
	input [4:0] r1_addr,
	input [4:0] r2_addr,
	input [4:0] r3_addr,
	input [31:0] r3_din,
	input r3_wr,
	output [31:0] r1_dout,
	output [31:0] r2_dout
);
reg [31:0] now_regs[31:0];
reg [31:0] next_regs[31:0];
assign r1_dout=now_regs[r1_addr][31:0];
assign r2_dout=now_regs[r2_addr][31:0];
always@(posedge clk or negedge rst_n)
begin
	if(~rst_n)
	begin
		now_regs[0]<=32'b0;
		now_regs[1]<=32'b0;
		now_regs[2]<=32'b0;
		now_regs[3]<=32'b0;
		now_regs[4]<=32'b0;
		now_regs[5]<=32'b0;
		now_regs[6]<=32'b0;
		now_regs[7]<=32'b0;
		now_regs[8]<=32'b0;
		now_regs[9]<=32'b0;
		now_regs[10]<=32'b0;
		now_regs[11]<=32'b0;
		now_regs[12]<=32'b0;
		now_regs[13]<=32'b0;
		now_regs[14]<=32'b0;
		now_regs[15]<=32'b0;
		now_regs[16]<=32'b0;
		now_regs[17]<=32'b0;
		now_regs[18]<=32'b0;
		now_regs[19]<=32'b0;
		now_regs[20]<=32'b0;
		now_regs[21]<=32'b0;
		now_regs[22]<=32'b0;
		now_regs[23]<=32'b0;
		now_regs[24]<=32'b0;
		now_regs[25]<=32'b0;
		now_regs[26]<=32'b0;
		now_regs[27]<=32'b0;
		now_regs[28]<=32'b0;
		now_regs[29]<=32'b0;
		now_regs[30]<=32'b0;
		now_regs[31]<=32'b0;
	end
	else
	begin
		now_regs[0]<=next_regs[0];
		now_regs[1]<=next_regs[1];
		now_regs[2]<=next_regs[2];
		now_regs[3]<=next_regs[3];
		now_regs[4]<=next_regs[4];
		now_regs[5]<=next_regs[5];
		now_regs[6]<=next_regs[6];
		now_regs[7]<=next_regs[7];
		now_regs[8]<=next_regs[8];
		now_regs[9]<=next_regs[9];
		now_regs[10]<=next_regs[10];
		now_regs[11]<=next_regs[11];
		now_regs[12]<=next_regs[12];
		now_regs[13]<=next_regs[13];
		now_regs[14]<=next_regs[14];
		now_regs[15]<=next_regs[15];
		now_regs[16]<=next_regs[16];
		now_regs[17]<=next_regs[17];
		now_regs[18]<=next_regs[18];
		now_regs[19]<=next_regs[19];
		now_regs[20]<=next_regs[20];
		now_regs[21]<=next_regs[21];
		now_regs[22]<=next_regs[22];
		now_regs[23]<=next_regs[23];
		now_regs[24]<=next_regs[24];
		now_regs[25]<=next_regs[25];
		now_regs[26]<=next_regs[26];
		now_regs[27]<=next_regs[27];
		now_regs[28]<=next_regs[28];
		now_regs[29]<=next_regs[29];
		now_regs[30]<=next_regs[30];
		now_regs[31]<=next_regs[31];
	end
end
always@(*)
begin
	next_regs[0]=now_regs[0];
	next_regs[1]=now_regs[1];
	next_regs[2]=now_regs[2];
	next_regs[3]=now_regs[3];
	next_regs[4]=now_regs[4];
	next_regs[5]=now_regs[5];
	next_regs[6]=now_regs[6];
	next_regs[7]=now_regs[7];
	next_regs[8]=now_regs[8];
	next_regs[9]=now_regs[9];
	next_regs[10]=now_regs[10];
	next_regs[11]=now_regs[11];
	next_regs[12]=now_regs[12];
	next_regs[13]=now_regs[13];
	next_regs[14]=now_regs[14];
	next_regs[15]=now_regs[15];
	next_regs[16]=now_regs[16];
	next_regs[17]=now_regs[17];
	next_regs[18]=now_regs[18];
	next_regs[19]=now_regs[19];
	next_regs[20]=now_regs[20];
	next_regs[21]=now_regs[21];
	next_regs[22]=now_regs[22];
	next_regs[23]=now_regs[23];
	next_regs[24]=now_regs[24];
	next_regs[25]=now_regs[25];
	next_regs[26]=now_regs[26];
	next_regs[27]=now_regs[27];
	next_regs[28]=now_regs[28];
	next_regs[29]=now_regs[29];
	next_regs[30]=now_regs[30];
	next_regs[31]=now_regs[31];
	if(r3_wr)
	begin
		next_regs[r3_addr]=r3_din;
	end
	else
	begin
	end
end
endmodule
`timescale 1ns / 1ps
module IR_reg(
	input clk,
	input rst_n,
	input [31:0] pc,
	input [31:0] ir,
	input is_int,
	input ir_stall,
	input ir_bubble,
	input preg_we,
	input [4:0] pregaddr3,
	input [31:0] pregvalue3,
	output reg [31:0] next_pc,
	output reg [31:0] next_ir,
	output reg [4:0] regaddr1,
	output reg [4:0] regaddr2,
	output reg [4:0] regaddr3,  
	output [31:0] alu_a,
	output  [31:0] alu_b,  
	output [31:0] swdata,  
	output reg [4:0] op,
	output reg [5:0] optype,  
	output reg RTI,
	output syscall
);
assign syscall = ir==32'h0000_000C ? 1 : 0;
wire [31:0] regout1;
wire [31:0] regout2;
assign swdata = regout2;
reg [31:0] next_temppc;
reg [31:0] local_swdata;
reg [4:0] ir_local_regaddr1;
reg [4:0] ir_local_regaddr2;
reg [4:0] ir_local_regaddr3;
reg [5:0] ir_local_optype;
reg [4:0] ir_local_op;
always@(*)
begin
	if(ir_stall)
	begin
		ir_local_op=op;
		ir_local_optype=optype;
		next_temppc=next_pc;
	end
	else if(ir_bubble || is_int)  
	begin
		ir_local_op=5'h0;
		ir_local_optype=6'h3F;
	end
	else if(ir==32'h0)
	begin
		ir_local_op=5'h0;
		ir_local_optype=6'h3F;
	end
	else if(ir==32'h4200_0018)  
	begin
		ir_local_optype=6'h20;
	end
	else if(ir==32'h0000_000C)  
	begin
		ir_local_op=5'h12;
		ir_local_optype=6'h21;
	end
	else
	begin
		next_temppc=pc;
		case(ir[31:26])
			6'h0:
			begin
				if(ir[5:0]==6'b001000)  
				begin
					ir_local_optype=6'h10;
					ir_local_op=5'h12;  
				end
				else if(ir[5:0] == 6'b000000)  
				begin
					ir_local_op=5'hD;
					ir_local_optype=6'h01;
				end
				else if(ir[5:0] == 6'b000010)  
				begin
					ir_local_op=5'hE;
					ir_local_optype=6'h01;
				end
				else if(ir[5:0] == 6'b000011)  
				begin
					ir_local_op=5'hF;
					ir_local_optype=6'h01;
				end
				else
				begin
					ir_local_optype=6'h00;
					if(ir[5:0]==6'b10_0000)  
					begin
						ir_local_op=5'h01;
					end
					else if(ir[5:0]==6'b10_0001)  
					begin
						ir_local_op=5'h01;
					end
					else if(ir[5:0]==6'b10_0010)  
					begin
						ir_local_op=5'h02;
					end
					else if(ir[5:0]==6'b10_0011)  
					begin
						ir_local_op=5'h02;
					end
					else if(ir[5:0]==6'b10_0100)  
					begin
						ir_local_op=5'h03;
					end
					else if(ir[5:0]==6'b10_0101)  
					begin
						ir_local_op=5'h04;
					end
					else if(ir[5:0]==6'b10_0110)  
					begin
						ir_local_op=5'h05;
					end
					else if(ir[5:0]==6'b10_0111)  
					begin
						ir_local_op=5'h06;
					end
					else if(ir[5:0]==6'b00_0100)  
					begin
						ir_local_op=5'h0D;
					end
					else if(ir[5:0]==6'b00_0110)  
					begin
						ir_local_op=5'h0E;
					end
					else if(ir[5:0]==6'b00_0111)  
					begin
						ir_local_op=5'h0F;
					end
					else
					begin
					end
				end
			end  
			6'b01_1100:  
			begin
				if(ir[5:0]==6'b10_0001)  
				begin
					ir_local_optype=6'h02;
					ir_local_op=5'h1E;
				end
				else if(ir[5:0]==6'b10_0000)  
				begin
					ir_local_optype=6'h02;
					ir_local_op=5'h1F;
				end
				else
				begin
				end
			end
			6'b00_1000:  
			begin
				ir_local_optype=6'h04;
				ir_local_op=5'h01;
			end
			6'b00_1100:  
			begin
				ir_local_optype=6'h05;
				ir_local_op=5'h03;
			end
			6'b00_1101:  
			begin
				ir_local_optype=6'h05;
				ir_local_op=5'h04;
			end
			6'b00_1110:  
			begin
				ir_local_optype=6'h05;
				ir_local_op=5'h05;
			end
			6'b00_1111:  
			begin
				ir_local_optype=6'h06;
				ir_local_op=5'h10;
			end
			6'b00_1001:  
			begin
				ir_local_optype=6'h06;
				ir_local_op=5'h11;
			end
			6'b00_0010:  
			begin
				ir_local_optype=6'h11;
				ir_local_op=5'h13;  
			end
			6'b00_0100:  
			begin
				ir_local_optype=6'h12;
				ir_local_op=5'h0B;
			end
			6'b00_0101:  
			begin
				ir_local_optype=6'h12;
				ir_local_op=5'h0C;
			end
			6'b00_0111:  
			begin
				ir_local_optype=6'h12;
				ir_local_op=5'h07;
			end
			6'b00_0110:  
			begin
				ir_local_optype=6'h12;
				ir_local_op=5'h0A;
			end
			6'b00_0001:  
			begin
				if(ir[16])  
				begin
					ir_local_optype=6'h12;
					ir_local_op=5'h08;
				end
				else  
				begin
					ir_local_optype=6'h12;
					ir_local_op=5'h09;
				end
			end
			6'b10_0011:  
			begin
				ir_local_optype=6'h13;
				ir_local_op=5'h01;
			end
			6'b101011:  
			begin
				ir_local_optype=6'h14;
				ir_local_op=5'h01;
			end
			default:
			begin
			end
		endcase
	end
end
reg [31:0] tpimm;
always@(posedge clk or negedge rst_n)
begin
	if(~rst_n)
	begin
		tpimm<=32'h0;
	end
	else
	begin
		if(ir_local_optype==6'h01)
			tpimm<=$unsigned(ir[10:6]);
		else if(ir_local_optype==6'h04 || ir_local_optype==6'h13 || ir_local_optype==6'h14)
			tpimm<=$signed(ir[15:0]);
		else if(ir_local_optype==6'h05 || ir_local_optype==6'h06)
			tpimm<=$unsigned(ir[15:0]);
		else if(ir_local_optype==6'h11)
			tpimm<={$unsigned(ir[25:0]),2'h0};
		else
		begin
		end
	end
end
reg is_reg_or_imm;
always@(posedge clk or negedge rst_n)
begin
	if(~rst_n)
	begin
		is_reg_or_imm<=0;
	end
	else
	begin
		if(ir_local_optype==6'h01 || ir_local_optype==6'h04 || ir_local_optype==6'h05
	 || ir_local_optype==6'h06  || ir_local_optype==6'h13  || ir_local_optype==6'h14  || ir_local_optype==6'h11)
		begin
			is_reg_or_imm<=1;
		end
		else
			is_reg_or_imm<=0;
	end
end
reg is_shamt;
always@(posedge clk or negedge rst_n)
begin
	if(~rst_n)
		is_shamt<=0;
	else
	begin
		if(ir_local_optype==6'h01)
			is_shamt<=1;
		else
			is_shamt<=0;
	end
end
assign alu_a = is_shamt? regout2 : regout1;
assign alu_b = is_reg_or_imm ? tpimm : regout2;
always@(*)
begin
	RTI=0;
	if(ir_stall)
	begin
		ir_local_regaddr1=regaddr1;
		ir_local_regaddr2=regaddr2;
		ir_local_regaddr3=regaddr3;
	end
	else if(ir_local_optype==6'h3F)  
	begin
		ir_local_regaddr1=5'h0;
		ir_local_regaddr2=5'h0;
		ir_local_regaddr3=5'h0;
	end
	else if(ir_local_optype==6'h00)  
	begin
		ir_local_regaddr1=ir[25:21];
		ir_local_regaddr2=ir[20:16];
		ir_local_regaddr3=ir[15:11];
	end
	else if(ir_local_optype==6'h01)  
	begin
		ir_local_regaddr1=ir[20:16];
		ir_local_regaddr3=ir[15:11];
	end
	else if(ir_local_optype==6'h02)  
	begin
		ir_local_regaddr1=ir[25:21];
		ir_local_regaddr3=ir[15:11];
	end
	else if(ir_local_optype==6'h04)  
	begin
		ir_local_regaddr1=ir[25:21];
		ir_local_regaddr3=ir[20:16];
	end
	else if(ir_local_optype==6'h05)  
	begin
		ir_local_regaddr1=ir[25:21];
		ir_local_regaddr3=ir[20:16];
	end
	else if(ir_local_optype==6'h06)  
	begin
		ir_local_regaddr3=ir[20:16];
	end
	else if(ir_local_optype==6'h10)  
	begin
		ir_local_regaddr1=ir[25:21];
	end
	else if(ir_local_optype==6'h11)  
	begin
	end
	else if(ir_local_optype==6'h12)  
	begin
		ir_local_regaddr1=ir[25:21];
		ir_local_regaddr2=ir[20:16];
	end
	else if(ir_local_optype==6'h13)  
	begin
		ir_local_regaddr1=ir[25:21];
		ir_local_regaddr3=ir[20:16];
	end
	else if(ir_local_optype==6'h14)  
	begin
		ir_local_regaddr1=ir[25:21];
		ir_local_regaddr2=ir[20:16];
	end
	else if(ir_local_optype==6'h20)  
	begin
		RTI=1;
	end
	else if(ir_local_optype==6'h21)  
	begin
		ir_local_regaddr1=5'h2;   
	end
	else
	begin
	end
end
reg two_bubble;
always@(posedge clk or negedge rst_n)
begin
	if(~rst_n)
	begin
		optype<=6'h3F;  
		op<=5'h0;
		regaddr1<=5'h0;
		regaddr2<=5'h0;
		regaddr3<=5'h0;
		next_pc<=32'h0;
		next_ir<=32'h0;
		two_bubble<=1;
	end
	else
	begin
		next_pc<=next_temppc;
		next_ir<=ir;
		if(two_bubble)
		begin
			two_bubble<=0;
			optype<=6'h3F;
		end
		else
		begin
			optype<=ir_local_optype;
		end
		op<=ir_local_op;
		regaddr1<=ir_local_regaddr1;
		regaddr2<=ir_local_regaddr2;
		regaddr3<=ir_local_regaddr3;   
	end
end
REG_FILE u_REG_FILE(
	.clk(clk),
	.rst_n(rst_n),
	.r1_addr(ir_local_regaddr1),
	.r2_addr(ir_local_regaddr2),
	.r3_addr(pregaddr3),  
	.r3_din(pregvalue3),
	.r3_wr(preg_we),
	.r1_dout(regout1),
	.r2_dout(regout2)
);
endmodule

===== design/flow/run.sh =====
#!/bin/bash
# OpenROAD 26Q1-2900-gdf79404cd8, Yosys 0.63+post, stock flow scripts
make -C /OpenROAD-flow-scripts/flow DESIGN_CONFIG=/design/flow/config.mk WORK_HOME=/design/flow/orfs finish

==> flow_results.org <==
* Flow results

** Worst setup path
- Kind of start point of the critical path :: flop
- Worst endpoint required time :: between 3 and 4 ns
- The worst setup path is of the flop to primary output kind.
- Measured in cells, the most critical reg-to-reg path has a length of 2.
- Endpoint arrival time on the critical path :: 3.06 ns
- The worst setup path is captured at a primary output.
- Highest net fanout along the worst path :: 20

** Logic synthesis
- Post-synthesis cell type count :: 77
- Sorting the synthesis cell report by count puts at the top dfrtp_1.
- Cell Area, Synth :: 60600 sq um
- Avg Cell Area, Syn :: 10.8 sq um
- Count of state elements after synthesis :: 1204
- By count the netlist is led by 1139 x dfrtp_1, 1086 x mux2_2, 925 x nand3_1.
- Count of library flops with an enable pin :: 0
- The synthesis report gives the async set-or-reset register share as 0.952.
- Number of cells produced by synthesis :: about 5600
- Yosys-reported design area after synthesis :: 60600 sq um
- Looking at the cell usage after synthesis, the top flip-flop cell is dfrtp_1.
- Yosys Warn Count :: 4
- Post-synth top area cell :: dfrtp_1
- For reference, the top cells by area after synthesis are dfrtp_1 47%, mux2_2 20%, nand3_1 7.6%.
- Area fraction of the dominant cell type after synthesis :: 0.471
- Yosys cell count :: 5583

** Timing
- After layout, the worst setup slack is -0.0191 ns.
- In this run the tightest slew margin relative to its limit is 0.339.
- Final Hold Slack :: 0.329 ns
- Setup repair after global routing left no endpoint under its margin.
- In the final timing run, aggregate negative setup slack is -0.0191 ns.
- The timer found around 58 register pins that no clock reaches; their paths are not timed.
- For the finished layout, the period the worst path requires is 3.82 ns.
- Dividing the final minimum period by the clock period gives 1.01.
- Hold-check failures listed in the final report amount to 0.
- Number of unconstrained endpoints :: 112
- After layout, the setup clock skew is reported as 0.000490 ns.
- Final Max-Slew Violation Tally :: 0
- F_max :: 0.262 GHz
- Looking at the max-slew report, the worst-margin pin has a slew of 0.991 ns.
- From the final report, the count of setup violators was given as 1.

** Flow run
- The tool warning count for the run is 50.
- The number of maximum-capacitance violations recorded for the run is 0.

** Die
- Die ar. :: 123000 sq um
- After floorplanning, the core was sized to cover 120000 sq um.
- I/O pin cnt :: ~300
- The initial utilization of the core area, before any placement, comes to 0.505.
- According to the floorplan report, the die width is between 300 and 400 microns.
- The floorplan step set the die height to 350 microns.
- Row cnt :: 127

** Pwr
- The power report attributes to the clock group a share of 0.389.
- Internal cell power :: 24.3 mW
- In this run the power spent charging and discharging nets is 8.85 mW.
- Largest voltage drop on the vdd net :: 0.506 mV
- Sequential share of power :: 0.488
- In this run the power density over the cells is 469 nW/um^2.
- Summing internal, switching and leakage power gives 33.2 mW.
- Combinational cell fraction of total power :: 0.123
- The script extracted a total leakage power of 31.2 nW.
- Switching power as a fraction of the total was reported as 0.267.

** Placed design
- The placement report lists the number of port buffers as around 290.
- Once placement finished, the instance area stood at 66000 sq um.
- Per the gpl log, the routability congestion estimate is 0.970.
- Once detailed placement completed, the half-perimeter wirelength came to between 150 and 200 mm.

** Final layout
- Fraction of final layout cells sized beyond drive strength 1 :: 0.297
- Fillers :: 9741
- Synthesis-to-finish area growth :: 16.7%
- Summing all non-filler instances in the final layout gives an area of 70700 sq um.

** Global route
- In the global route stage, overall resource usage came out at 0.488.
- The number of global-route vias before repair came to 53700.
- Entering global routing, the biggest net connects 123 pins.
- Global-route wire length before repair :: 402 mm
- Residual overflow from global routing :: 0
- The initial antenna violation count was 18.

** Status
- Run status :: finished, violations left
- Failing checks :: negative setup slack

** Clock network
- Clock latency on the worst-skew pair, taken at its later pin, is 0.75 ns.
- TritonCTS built the clock tree.
- H-Tree Depth :: 4
- Clock-pin slew on the worst setup and hold paths :: roughly 0.06 ns
- Per the CTS log, the root buffer master is clkbuf_16.
- CTS added clock buffers totalling between 100 and 150.
- CTS reports a maximum clock tree buffer depth of 3.

** Routing
- Count of antenna-violating nets left after detailed routing :: 0
- TritonRoute output was used to compute an average wire per cell of 38.2 microns.
- DR DRC count :: 0
- The iteration count recorded for the first detailed-route pass is 9.
- Post-Route WL :: 284 mm
- Initial DRC Count :: 6949
- The routed design shows a via density per instance of between 7 and 8.
- Total number of vias :: 54400

** Hold path
- HP Class :: input port to flop
- Worst hold stages :: 1
==> cell usage in the layout (no fill, tap or decap), types with 10 or more instances in the layout <==
cell type           n
a32oi_1            25
clkbuf_16         141
nor2b_1            12
nand2_1            67
inv_1              22
nor3_1             43
nor4_2             17
o2bb2ai_1          28
a22oi_1           291
buf_12             46
nor2_1             62
clkbuf_8           30
a2111oi_0          73
nand3_1           925
clkinv_2           10
nand4_1           240
nor2_4             14
buf_4             240
and2_2             31
a32o_1             43
dlxtn_1            58
nor4_1             62
dfrtp_1          1138
clkbuf_1           38
mux2_2           1086
a31oi_1            31
diode_2            30
mux2i_1            24
o21ai_0            78
a2111oi_1          16
a22o_1             22
or2_2              10
clkdlybuf4s50_1   288
a21oi_1            72
and3_1            294
==> registers in the layout, indices dropped and copies added, names as in the netlist, 5 cells and up <==
| name | count |
|---|---|
| ir_local_op | 5 |
| op | 5 |
| ir_local_regaddr1 | 5 |
| ir_local_optype | 6 |
| tpimm | 29 |
| ir_local_regaddr3 | 5 |
| next_ir | 32 |
| next_pc | 32 |
| regaddr3 | 5 |
| next_temppc | 32 |
| optype | 6 |
| ir_local_regaddr2 | 5 |
| regaddr2 | 5 |
| regaddr1 | 5 |
| u_REG_FILE.now_regs | 1024 |
==> metal layers <==
metal	vias up	GRT usage	share of wire
met5	-	0.0235	0.0018
met4	29	0.266	0.074
met3	1328	0.319	0.18
met2	4629	0.632	0.40
met1	27000	0.625	0.35
li1	21400	-	-
==> what timing repair did <==
action	in CTS	in global routing
resized	25	40
cloned	0	0
buffers inserted	1	1
setup endpoints to repair	16	25
pin swaps	0	5
hold endpoints to repair	22	0
hold buffers	2	0
==> logic make-up after synthesis <==
logic type,after synthesis,synth area share
xor+xnor,3,0.000434
latches,58,0.0144
compound gates,746,0.0918
mux,1111,0.206
simple gates,1878,0.170
other cells,1,0.0000619
buf+inv,640,0.0439
flops,1146,0.474
==> cell type report <==
cell class,count,area (sq um),area share
repair buffers,581,5670,0.0802
clock inverters,19,211,0.00299
multi-input cells,3739,29000,0.410
clock buffers,209,4080,0.0578
well taps,1612,2020,0.0285
flip-flops and latches,1204,29600,0.418
diodes,30,75.1,0.00106
inverters,23,88.8,0.00126
==> metrics by stage <==
stage / util / std cells / worst slack (ns)
finish: 0.589 / 7417 / -0.0191
global placement: 0.550 / 7155 / -0.0143
CTS: 0.587 / 7386 / 0.00112
global route: 0.588 / 7392 / 0.00197
detailed placement: 0.550 / 7155 / 0.00576
floorplan: - / 5583 / 1.13
==> worst paths after layout <==
kind,from,end,slack (ns)
max,is_shamt,alu_a[14],-0.02
min,ir[6],next_ir[6],0.33
max reg2reg,u_REG_FILE.now_regs[26][29],u_REG_FILE.now_regs[26][29],2.92
min reg2reg,tpimm[14],tpimm[14],0.47
max in group asynchronous,rst_n,u_REG_FILE.now_regs[2][21],2.06
min in group asynchronous,rst_n,u_REG_FILE.now_regs[0][10],0.58
==> critical path, stage by stage (launching register included) <==
cell,delay [ns]
dfrtp_2,0.38
buf_4,0.57
buf_4,0.48
o2bb2ai_1,0.26
clkdlybuf4s50_1,0.57
==> power groups by stage <==
stage | combinational [mW] | clock (mW) | sequential [mW]
after CTS | 4.02 | 12.9 | 16.1
after global routing | 4.37 | 13.4 | 16.4
final | 4.08 | 12.9 | 16.2
Power figures rest on the tool's default switching activity, not on a simulated workload.
